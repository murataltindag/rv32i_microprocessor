`/design/flow/run.sh`:
```
#!/bin/bash
# OpenROAD 26Q1-2900-gdf79404cd8, Yosys 0.63+post, stock flow scripts
make -C /OpenROAD-flow-scripts/flow DESIGN_CONFIG=/design/flow/config.mk WORK_HOME=/design/flow/orfs finish
```
`/design/flow/config.mk`:
```
export PLATFORM = sky130hd
export DESIGN_NAME = regfile
export DESIGN_NICKNAME = regfile
export VERILOG_FILES = /design/flow/design.v
export SDC_FILE = /design/flow/constraint.sdc
export NUM_CORES = 4
export LEC_CHECK = 1
export CORE_UTILIZATION = 50
```
`/design/flow/design.v`:
```
interface rvfi_itf(input clk, input rst);
    logic halt;
    logic commit;
    logic [63:0] order;
    logic [31:0] inst;
    logic trap;
    logic [4:0] rs1_addr;
    logic [4:0] rs2_addr;
    logic [31:0] rs1_rdata;
    logic [31:0] rs2_rdata;
    logic load_regfile;
    logic [4:0] rd_addr;
    logic [31:0] rd_wdata;
    logic [31:0] pc_rdata;
    logic [31:0] pc_wdata;
    logic [31:0] mem_addr;
    logic [3:0] mem_rmask;
    logic [3:0] mem_wmask;
    logic [31:0] mem_rdata;
    logic [31:0] mem_wdata;
    logic [15:0] errcode;
endinterface
package wdatamux;
typedef enum bit {
    wdata  = 1'b0
    ,line_o  = 1'b1
} wdatamux_sel_t;
endpackage
package waymux;
typedef enum bit [1:0] {
    cmp = 2'b00
    ,lru = 2'b01
    ,mru = 2'b10
} waymux_sel_t;
endpackage
package pmemmux;
typedef enum bit {
    mem_address = 1'b0
    ,tag = 1'b1
} pmemmux_sel_t;
endpackage
package write_enmux;
typedef enum bit {
    cpu = 1'b0
    ,line = 1'b1
} write_enmux_sel_t;
endpackage
package pcmux;
typedef enum bit [2:0] {
    pc_plus4  = 3'b000
    ,alu_out  = 3'b001
    ,alu_mod2 = 3'b010
    ,br_out   = 3'b011
    ,btb_pc  = 3'b100
    ,ex_pc_plus4 = 3'b101
} pcmux_sel_t;
endpackage
package cmpmux;
typedef enum bit [1:0] {
    rs2_out = 2'b00
    ,imm = 2'b01  
    ,f_rs2 = 2'b10
} cmpmux_sel_t;
endpackage
package alumux;
typedef enum bit [1:0] {
    rs1_out = 2'b00
    ,pc_out = 2'b01
    ,zero = 2'b10
    ,f_rs1 = 2'b11
} alumux1_sel_t;
typedef enum bit [1:0] {
    imm    = 2'b00
    ,rs2_out = 2'b01
    ,f_rs2 = 2'b10
} alumux2_sel_t;
endpackage
package wbmux;
typedef enum bit [2:0] {
    alu_out   = 3'b000
    ,br_en    = 3'b001
    ,lw = 3'b010
    ,lb = 3'b011
    ,lbu = 3'b100
    ,lh = 3'b101
    ,lhu = 3'b110
        ,pc_plus4 = 3'b111
} wbmux_sel_t;
endpackage
package ifmux;
typedef enum bit {
    instr_data = 1'b0
    ,no_op = 1'b1 
} ifmux_sel_t;
endpackage
module regfile
(
    input clk,
    input rst,
    input load,
    input [31:0] in,
    input [4:0] src_a, src_b, dest,
    output logic [31:0] reg_a, reg_b
);
logic [31:0] data [32];
logic [31:0] reg7;
logic [31:0] reg6;
logic [31:0] reg5;
logic [31:0] reg4;
logic [31:0] reg3;
logic [31:0] reg2;
logic [31:0] reg1;
logic [31:0] reg0;
assign reg7 = data[7];
assign reg6 = data[6];
assign reg5 = data[5];
assign reg4 = data[4];
assign reg3 = data[3];
assign reg2 = data[2];
assign reg1 = data[1];
assign reg0 = data[0];
always_ff @(posedge clk)
begin
    if (rst)
    begin
        for (int i=0; i<32; i=i+1) begin
            data[i] <= '0;
        end
    end
    else if (load && dest)
    begin
        data[dest] <= in;
    end
end
always_comb
begin
    if (load && dest && ((dest == src_a) || (dest == src_b))) begin 
        reg_a = (dest == src_a) ? in : data[src_a];
        reg_b = (dest == src_b) ? in : data[src_b];
    end 
    else begin
        reg_a = src_a ? data[src_a] : 0;
        reg_b = src_b ? data[src_b] : 0;
    end
end
endmodule : regfile
```
`/design/flow/constraint.sdc`:
```
current_design regfile

set clk_period 30.6
set clk_io_pct 0.2

create_clock -name clk0 -period $clk_period [get_ports {clk}]

set non_clock_inputs [all_inputs -no_clocks]
set_input_delay [expr $clk_period * $clk_io_pct] -clock clk0 $non_clock_inputs
set_output_delay [expr $clk_period * $clk_io_pct] -clock clk0 [all_outputs]
```
==> impl_table.tex <==
% Table of physical implementation metrics
\begin{tabular}{lr}
\hline
Metric & Value \\
\hline
\multicolumn{2}{l}{\textbf{Run status}} \\
Outcome & complete, no violations \\
\multicolumn{2}{l}{\textbf{Power}} \\
Total Power & 3.37 mW \\
Power density normalized to cell area & 55.5 mW/mm\^{}2 \\
Leakage component of the power & 21.0 nW \\
Maximum resistive drop on vdd & 40.2 uV \\
\multicolumn{2}{l}{\textbf{Min path}} \\
Number of cells on the worst hold path & 2 \\
Class of the worst hold path & input pin to register \\
Worst hold start & rst \\
Capture endpoint of the worst hold path & data[0][4] \\
\multicolumn{2}{l}{\textbf{Timing}} \\
Worst rel slew slack & 32.9\% \\
Clock period minus final worst setup slack & 16.87 ns \\
Unrepaired setup endpoints after global routing & false \\
Post-route setup TNS & 0 ns \\
Count of endpoints failing hold in the final timing report & 0 \\
Max-slew violation total from the final report & 0 \\
Highest clock rate & 59.3 MHz \\
Worst hold margin & 6.19 ns \\
Final setup violation count & 0 \\
Worst-Margin Slew & 1.00 ns \\
Portion of the clock cycle consumed by the worst path in the final layout & 55.1\% \\
Final Worst Setup Slack & 13.73 ns \\
\multicolumn{2}{l}{\textbf{Clocking}} \\
CTS tree & yes \\
Post-cts repair resize count & 0 \\
CTS buffer count & 111 \\
Clk pin slew, worst setup/hold paths & 0.06 ns \\
Count of hold-fix buffers inserted at cts & 0 \\
Clock Sinks & 1024 \\
Cell chosen for the clock root & sky130\_fd\_sc\_hd\_\_clkbuf\_16 \\
Longest Clk Path Bufs & 3 \\
Setup bufs post-CTS & 0 \\
Clock H-tree levels & 3 \\
\multicolumn{2}{l}{\textbf{Route}} \\
Vias per cell & 6.61 \\
Final antenna-violating net count & 0 \\
DRT iter0 DRCs & 2416 \\
First-pass iteration count of the detailed router & 6 \\
Number of remaining DRC errors & 0 \\
Wire length per cell & 35.1 um \\
Sum of routed wire length over all layers & 182000 um \\
Vias & 34300 \\
\multicolumn{2}{l}{\textbf{Placement}} \\
Dpl cells & 4981 \\
Placement-stage worst setup slack & 13.85 ns \\
Placement-stage cell area & 0.0572 sq mm \\
Tally of buffers added on design ports & 113 \\
Gp weighted congestion & 0.937 \\
HPWL after detailed placement & 105000 um \\
\multicolumn{2}{l}{\textbf{Finish}} \\
Register area & 0.0307 sq mm \\
Final standard cell area without fillers & 0.0607 sq mm \\
Biggest regs & data x1024 \\
Share of the core filled with cells & 55.8\% \\
Post-route non-filler standard cell count & 5190 \\
Proportion of layout cells with a drive suffix above 1 & 21.9\% \\
MI comb area & 0.0225 sq mm \\
Top register by number of flip-flops & data \\
Area growth, synth to finish & 10.9\% \\
Fill cell total of the finished layout & 8180 \\
Flip-flop count of the largest register after layout & 1024 \\
\multicolumn{2}{l}{\textbf{Run}} \\
Maximum capacitance violations & 0 \\
Total tool warning count & 26 \\
\multicolumn{2}{l}{\textbf{Yosys}} \\
Mean Syn Cell Area & 14.8 sq um \\
Share of flip-flops with an asynchronous set or reset & 0\% \\
Netlist area before placement & 0.0548 sq mm \\
Top area cell types & sky130\_fd\_sc\_hd\_\_edfxtp\_1 (56\%), sky130\_fd\_sc\_hd\_\_mux4\_2 (16\%), sky130\_fd\_sc\_hd\_\_and2\_1 (11\%), sky130\_fd\_sc\_hd\_\_mux2i\_1 (4.6\%), sky130\_fd\_sc\_hd\_\_clkbuf\_1 (2.1\%) \\
FF+latch count, synth & 1024 \\
Dominant flop cell & sky130\_fd\_sc\_hd\_\_edfxtp\_1 \\
Cell with the most instances after synthesis & sky130\_fd\_sc\_hd\_\_edfxtp\_1 \\
Total of warnings raised by yosys & 1 \\
Post-synth EDFFs & 1024 \\
Post-synth top area share & 56.2\% \\
Cell type with the highest aggregate area in the netlist & sky130\_fd\_sc\_hd\_\_edfxtp\_1 \\
Yosys Chip Area & 0.0548 sq mm \\
Sequential share of the synthesized area & 56.2\% \\
Commonest cells post-synth & sky130\_fd\_sc\_hd\_\_edfxtp\_1 (1024), sky130\_fd\_sc\_hd\_\_and2\_1 (994), sky130\_fd\_sc\_hd\_\_mux4\_2 (386) \\
Number of different library cells in the post-synthesis netlist & 34 \\
Post-synthesis cell count & 3692 \\
Number of standard cells reported by yosys & 3692 \\
\multicolumn{2}{l}{\textbf{Setup path}} \\
Worst EP required & 24.48 ns \\
Endpoint arrival time on the critical path & 10.75 ns \\
Worst setup path class & input pin to output pin \\
Maximum fanout along the worst path & 64 \\
Kind of launch point of the worst setup path & input pin \\
Critical Path Sink Type & output pin \\
\multicolumn{2}{l}{\textbf{Floorplan}} \\
Width of the die & 333 um \\
Die height & 333 um \\
Core footprint & 0.109 sq mm \\
Count of boundary I/O pins & 114 \\
Floorplan-stage core utilization & 50.4\% \\
Die Area & 0.111 sq mm \\
Count of standard-cell rows & 121 \\
\multicolumn{2}{l}{\textbf{Global route}} \\
Total track usage & 36.8\% \\
Largest net degree at the start of global routing & 77 \\
Overflow left after global routing & 0 \\
Vias in the first global route & 37000 \\
Number of antenna violations at the first check in global routing & 8 \\
Wire length of the first global-routing pass & 261000 um \\
\hline
\end{tabular}
final cells by class:
type                    count  share of cell area, %
well taps                1414                   2.91
flip-flops and latches   1024                   50.7
multi-input cells        2284                   37.0
clock inverters            65                  0.756
diodes                      7                 0.0289
inverters                   2                 0.0124
repair buffers            257                   3.70
clock buffers             137                   4.91
critical path, cell delays in order:
cell                              delay (ns)
sky130_fd_sc_hd__buf_6                  0.56
sky130_fd_sc_hd__buf_4                  0.58
sky130_fd_sc_hd__buf_4                  0.67
sky130_fd_sc_hd__xor2_1                 0.20
sky130_fd_sc_hd__nor4_4                 0.60
sky130_fd_sc_hd__buf_4                  0.48
sky130_fd_sc_hd__o21ba_2                0.26
sky130_fd_sc_hd__buf_4                  0.27
sky130_fd_sc_hd__a32o_1                 0.41
sky130_fd_sc_hd__clkdlybuf4s50_1        0.46
how the worst max path moves through the flow:
stage / from / endpoint / slack [ns] / cells past startpoint
after global routing: src_b[2] / reg_a[12] / 13.50 / 10
after CTS: src_b[2] / reg_b[14] / 13.84 / 10
final: src_b[2] / reg_b[14] / 13.73 / 10
power breakdown:
group	internal, mW	total (mW)	leakage (nW)	switching [mW]
combinational	0.182	0.426	9.58	0.245
sequential	1.62	1.66	9.75	0.0360
clock	0.734	1.28	1.68	0.549
layer usage:
metal	GRT usage (%)	part of all wire (%)	vias up
met1	46.2	32	16800
met5	2.69	0.16	-
li1	-	-	14300
met3	27.0	18	473
met2	51.5	45	2734
met4	12.6	4.6	20
cell usage in the layout, fill, tap and decap left out, types with 64 or more instances in the layout:
cell type / n
sky130_fd_sc_hd__mux4_2: 386
sky130_fd_sc_hd__a32o_1: 64
sky130_fd_sc_hd__o221ai_1: 126
sky130_fd_sc_hd__a21oi_1: 64
sky130_fd_sc_hd__clkdlybuf4s50_1: 102
sky130_fd_sc_hd__clkbuf_16: 116
sky130_fd_sc_hd__a22oi_1: 65
sky130_fd_sc_hd__mux2i_1: 254
sky130_fd_sc_hd__buf_4: 141
sky130_fd_sc_hd__and2_1: 994
sky130_fd_sc_hd__nand2_1: 68
sky130_fd_sc_hd__edfxtp_1: 1024
cells by family after synthesis:
kind of cell	Yosys count	synth area share (%)
flops	1024	56.2
xor+xnor	10	0.160
simple gates	1155	12.8
buf+inv	415	3.24
compound gates	385	5.86
other cells	1	0.00685
mux	702	21.8
Power is estimated from default activity; no workload was simulated.
