### design/flow/config.mk
export PLATFORM = sky130hd
export DESIGN_NAME = data_array
export DESIGN_NICKNAME = data_array
export VERILOG_FILES = /design/flow/design.v
export SDC_FILE = /design/flow/constraint.sdc
export NUM_CORES = 4
export LEC_CHECK = 1
export CORE_UTILIZATION = 30
### design/flow/constraint.sdc
current_design data_array

set clk_period 4.0
set clk_io_pct 0.2

create_clock -name clk0 -period $clk_period [get_ports {clk}]

set non_clock_inputs [all_inputs -no_clocks]
set_input_delay [expr $clk_period * $clk_io_pct] -clock clk0 $non_clock_inputs
set_output_delay [expr $clk_period * $clk_io_pct] -clock clk0 [all_outputs]
### design/flow/design.v
interface rvfi_itf(input clk, input rst);
    logic halt;
    logic commit;
    logic [63:0] order;
    logic [31:0] inst;
    logic trap;
    logic [4:0] rs1_addr;
    logic [4:0] rs2_addr;
    logic [31:0] rs1_rdata;
    logic [31:0] rs2_rdata;
    logic load_regfile;
    logic [4:0] rd_addr;
    logic [31:0] rd_wdata;
    logic [31:0] pc_rdata;
    logic [31:0] pc_wdata;
    logic [31:0] mem_addr;
    logic [3:0] mem_rmask;
    logic [3:0] mem_wmask;
    logic [31:0] mem_rdata;
    logic [31:0] mem_wdata;
    logic [15:0] errcode;
endinterface
package wdatamux;
typedef enum bit {
    wdata  = 1'b0
    ,line_o  = 1'b1
} wdatamux_sel_t;
endpackage
package waymux;
typedef enum bit [1:0] {
    cmp = 2'b00
    ,lru = 2'b01
    ,mru = 2'b10
} waymux_sel_t;
endpackage
package pmemmux;
typedef enum bit {
    mem_address = 1'b0
    ,tag = 1'b1
} pmemmux_sel_t;
endpackage
package write_enmux;
typedef enum bit {
    cpu = 1'b0
    ,line = 1'b1
} write_enmux_sel_t;
endpackage
package pcmux;
typedef enum bit [2:0] {
    pc_plus4  = 3'b000
    ,alu_out  = 3'b001
    ,alu_mod2 = 3'b010
    ,br_out   = 3'b011
    ,btb_pc  = 3'b100
    ,ex_pc_plus4 = 3'b101
} pcmux_sel_t;
endpackage
package cmpmux;
typedef enum bit [1:0] {
    rs2_out = 2'b00
    ,imm = 2'b01  
    ,f_rs2 = 2'b10
} cmpmux_sel_t;
endpackage
package alumux;
typedef enum bit [1:0] {
    rs1_out = 2'b00
    ,pc_out = 2'b01
    ,zero = 2'b10
    ,f_rs1 = 2'b11
} alumux1_sel_t;
typedef enum bit [1:0] {
    imm    = 2'b00
    ,rs2_out = 2'b01
    ,f_rs2 = 2'b10
} alumux2_sel_t;
endpackage
package wbmux;
typedef enum bit [2:0] {
    alu_out   = 3'b000
    ,br_en    = 3'b001
    ,lw = 3'b010
    ,lb = 3'b011
    ,lbu = 3'b100
    ,lh = 3'b101
    ,lhu = 3'b110
        ,pc_plus4 = 3'b111
} wbmux_sel_t;
endpackage
package ifmux;
typedef enum bit {
    instr_data = 1'b0
    ,no_op = 1'b1 
} ifmux_sel_t;
endpackage
module data_array #(
    parameter s_offset = 5,
    parameter s_index = 3
)
(
    clk,
    read,
    write_en,
    rindex,
    windex,
    datain,
    dataout
);
localparam s_mask   = 2**s_offset;
localparam s_line   = 8*s_mask;
localparam num_sets = 2**s_index;
input clk;
input read;
input [s_mask-1:0] write_en;
input [s_index-1:0] rindex;
input [s_index-1:0] windex;
input [s_line-1:0] datain;
output logic [s_line-1:0] dataout;
logic [s_line-1:0] data [num_sets-1:0]  ;
logic [s_line-1:0] _dataout;
assign dataout = _dataout;
always_ff @(posedge clk)
begin
    if (read)
        for (int i = 0; i < s_mask; i++)
            _dataout[8*i +: 8] <= (write_en[i] & (rindex == windex)) ?
                                  datain[8*i +: 8] : data[rindex][8*i +: 8];
    for (int i = 0; i < s_mask; i++)
    begin
        data[windex][8*i +: 8] <= write_en[i] ? datain[8*i +: 8] :
                                                data[windex][8*i +: 8];
    end
end
endmodule : data_array
### design/flow/run.sh
#!/bin/bash
# OpenROAD 26Q1-2900-gdf79404cd8, Yosys 0.63+post, stock flow scripts
make -C /OpenROAD-flow-scripts/flow DESIGN_CONFIG=/design/flow/config.mk WORK_HOME=/design/flow/orfs finish
==> impl_metrics.json <==
{
  "htreeDepth": 4,
  "cap_violations": 0,
  "top_area_frac": 0.773,
  "fp-row-count": 200,
  "p_leak_nw": 33.8,
  "ys_chip_area_sq_um": 89500,
  "cts.repair.resized": 0,
  "worstSetupEndpoint": "dataout[92]",
  "place_congestion": 0.800,
  "setup_violations": 0,
  "fin_crit_ps": 2870,
  "yosysWarnings": 1,
  "crit_required_ps": 3200,
  "layout_top_cell": "edfxtp_1",
  "grt-ovfl-total": 0,
  "wl_per_cell_um": 24.8,
  "ios": 552,
  "port_buffers": 551,
  "critPathCaptureType": "primary output",
  "reg2reg_to": "_dataout[233]",
  "drtAntennaViolNets": 0,
  "syn_inst": 3807,
  "warnings": 26,
  "fp_util": 0.301,
  "setup_ws_ps": 1130,
  "logic_area_sq_um": 19300,
  "r2r_cells": 3,
  "ys_cells": 3807,
  "report.power.total_w": 0.0534,
  "fillers": 26709,
  "gr-max-usage-layer": "met2",
  "met2_usage": 0.243,
  "ys_types": 17,
  "drive_gt1_frac": 0.313,
  "vias": 40790,
  "dp_hpwl_mm": 140,
  "setup_tns_ps": 0,
  "syn_to_final_growth_pct": 20.6,
  "min_path_type": "input port to flop",
  "cp_max_fo": 1,
  "dp_cells": 8210,
  "regArea_sq_um": 69200,
  "cts_tree": "done",
  "fp.dieW_um": 548,
  "grt_use_met1": 0.187,
  "critPathMaxStageDelay_ps": 620,
  "peakVddDrop_uv": 419,
  "grt_pass1_wl_mm": 312,
  "drt_pass1_iterations": 4,
  "crit_cells": 1,
  "worstMarginPinSlew_ps": 742,
  "fin_cells": 8668,
  "cts.sinks": 2304,
  "ys_top_cells_by_area": "edfxtp_1 (77%), mux4_2 (13%), mux2_2 (6.4%)",
  "core_area_sq_um": 297000,
  "r2r_start": "data[7][233]",
  "slew_headroom": 0.504,
  "grtUsageMet3": 0.0932,
  "status": "finished, final reports clean",
  "period_used_share": 0.718,
  "critPathLaunch": "_dataout[92]",
  "skew_ps": 77.4,
  "synth_seq_share": 0.773,
  "post-place-ws_ps": 401,
  "synth_area_sq_um": 89500,
  "hold_buffers": 0,
  "critPathTopFamily": "buffers and inverters",
  "grt_antenna_before_repair": 65,
  "grt_max_degree": 73,
  "powerDensity_nw_per_um2": 495,
  "rrSetupSlack_ps": 2280,
  "drt_iter0_markers": 2336,
  "numCtsBuffers": 238,
  "arrival_ps": 2070,
  "avgSynthCellArea_sq_um": 23.5,
  "hold_viol_final": 0,
  "slowest_stage": "clkdlybuf4s50_1",
  "final_util": 0.364,
  "wirelength_mm": 215,
  "crit_chain": "clkdlybuf4s50_1",
  "via_per_inst": 4.71,
  "die_h_um": 548,
  "drc": 0,
  "grt_pass1_vias": 45242,
  "worstSetupStartpointType": "flop",
  "root_buffer": "clkbuf_16",
  "grt_use_total": 0.155,
  "ys_seq_elements": 2304,
  "final_cell_mix": "edfxtp_1 (2,304), clkdlybuf4s50_1 (547), mux4_2 (512), mux2_2 (512), and2_1 (256)",
  "slew_viol_final": 0,
  "path_clk_slew_ps": 70,
  "clockBufferDepth": 4,
  "rsz0062_at_grt": "no",
  "fmax_ghz": 0.348,
  "clk_latency_ps": 920,
  "crit_buf_inv": 1,
  "post_cts_buffers": 0,
  "crit_type": "flop to primary output",
  "dieArea_sq_um": 300000,
  "top_area_cell": "edfxtp_1"
}
==> worst reg2reg max path: cells and delay by family, from the launching register on <==
family | cells | cell delay (ps)
DFF | 1 | 360
muxes | 3 | 1040
==> routing by layer <==
| metal | vias to the layer above | wire [um] |
|---|---|---|
| met1 | 20850 | 76400 |
| met3 | 395 | 27900 |
| met2 | 1930 | 105000 |
| met5 | - | 527 |
| li1 | 17541 | - |
| met4 | 74 | 5660 |
==> area by class of cell <==
class	count	area share
clock buffer	280	0.0569
antenna	20	0.000464
sequential	2304	0.641
clock inverter	158	0.0150
multi-input combinational	1324	0.178
tap	3939	0.0457
timing repair buffer	643	0.0622
==> synth_stat cells <==
cell,instances
mux2_2,512
nor3_1,1
buf_2,20
and2_1,256
nor2_1,1
buf_1,12
clkbuf_1,94
nand4_1,32
mux4_2,512
edfxtp_1,2304
xnor2_1,2
xnor2_2,1
and3_1,1
nand2_1,1
nor3b_1,3
and3b_1,2
buf_6,53
==> report_power, final <==
group / internal (W) / switching, W
clock: 0.0126 / 0.00919
sequential: 0.0276 / 0.000297
combinational: 0.00192 / 0.00176
total: 0.0422 / 0.0112
==> cells by family (layout without fill, tap and decap cells) <==
logic type             after synthesis  count (layout)  share of synthesized area
flip-flops                        2304            2304                      0.773
multiplexers                      1024            1024                      0.193
AND/OR/NAND/NOR                    297             297                     0.0208
buffers and inverters              179            1081                     0.0122
XOR/XNOR                             3               3                   0.000378
other                                0              20                          0
==> how the worst min path moves through the flow <==
| stage | from | endpoint | slack (ps) | cells past startpoint |
|---|---|---|---|---|
| 4_1_cts | read | _dataout[236] | 260 | 1 |
| 5_1_grt | read | _dataout[236] | 310 | 1 |
| 6_report | read | _dataout[236] | 350 | 1 |
==> sequential cells by signal, summed over array words and instances (netlist names) <==
signal    flops
data       2048
_dataout    256
==> through the flow <==
stage	area, sq um	hold slack (ps)
3_3_place_gp	100000	865
2_1_floorplan	89500	855
6_report	108000	354
5_1_grt	108000	315
3_5_place_dp	100000	875
4_1_cts	108000	263
