**flow/config.mk**
```make
export PLATFORM = sky130hd
export DESIGN_NAME = given_cache
export DESIGN_NICKNAME = given_cache
export VERILOG_FILES = /design/flow/design.v
export SDC_FILE = /design/flow/constraint.sdc
export NUM_CORES = 4
export LEC_CHECK = 1
export CORE_UTILIZATION = 40
```
**flow/constraint.sdc**
```tcl
current_design given_cache

set clk_period 57.3
set clk_io_pct 0.2

create_clock -name clk0 -period $clk_period [get_ports {clk}]

set non_clock_inputs [all_inputs -no_clocks]
set_input_delay [expr $clk_period * $clk_io_pct] -clock clk0 $non_clock_inputs
set_output_delay [expr $clk_period * $clk_io_pct] -clock clk0 [all_outputs]
```
**flow/design.v**
```verilog
interface rvfi_itf(input clk, input rst);
    logic halt;
    logic commit;
    logic [63:0] order;
    logic [31:0] inst;
    logic trap;
    logic [4:0] rs1_addr;
    logic [4:0] rs2_addr;
    logic [31:0] rs1_rdata;
    logic [31:0] rs2_rdata;
    logic load_regfile;
    logic [4:0] rd_addr;
    logic [31:0] rd_wdata;
    logic [31:0] pc_rdata;
    logic [31:0] pc_wdata;
    logic [31:0] mem_addr;
    logic [3:0] mem_rmask;
    logic [3:0] mem_wmask;
    logic [31:0] mem_rdata;
    logic [31:0] mem_wdata;
    logic [15:0] errcode;
endinterface
package wdatamux;
typedef enum bit {
    wdata  = 1'b0
    ,line_o  = 1'b1
} wdatamux_sel_t;
endpackage
package waymux;
typedef enum bit [1:0] {
    cmp = 2'b00
    ,lru = 2'b01
    ,mru = 2'b10
} waymux_sel_t;
endpackage
package pmemmux;
typedef enum bit {
    mem_address = 1'b0
    ,tag = 1'b1
} pmemmux_sel_t;
endpackage
package write_enmux;
typedef enum bit {
    cpu = 1'b0
    ,line = 1'b1
} write_enmux_sel_t;
endpackage
package pcmux;
typedef enum bit [2:0] {
    pc_plus4  = 3'b000
    ,alu_out  = 3'b001
    ,alu_mod2 = 3'b010
    ,br_out   = 3'b011
    ,btb_pc  = 3'b100
    ,ex_pc_plus4 = 3'b101
} pcmux_sel_t;
endpackage
package cmpmux;
typedef enum bit [1:0] {
    rs2_out = 2'b00
    ,imm = 2'b01  
    ,f_rs2 = 2'b10
} cmpmux_sel_t;
endpackage
package alumux;
typedef enum bit [1:0] {
    rs1_out = 2'b00
    ,pc_out = 2'b01
    ,zero = 2'b10
    ,f_rs1 = 2'b11
} alumux1_sel_t;
typedef enum bit [1:0] {
    imm    = 2'b00
    ,rs2_out = 2'b01
    ,f_rs2 = 2'b10
} alumux2_sel_t;
endpackage
package wbmux;
typedef enum bit [2:0] {
    alu_out   = 3'b000
    ,br_en    = 3'b001
    ,lw = 3'b010
    ,lb = 3'b011
    ,lbu = 3'b100
    ,lh = 3'b101
    ,lhu = 3'b110
        ,pc_plus4 = 3'b111
} wbmux_sel_t;
endpackage
package ifmux;
typedef enum bit {
    instr_data = 1'b0
    ,no_op = 1'b1 
} ifmux_sel_t;
endpackage
module given_array #(parameter width = 1)
(
  input clk,
  input rst,
  input logic load,
  input logic [2:0] rindex,
  input logic [2:0] windex,
  input logic [width-1:0] datain,
  output logic [width-1:0] dataout
);
logic [width-1:0] data [8];
always_comb begin
  dataout = (load  & (rindex == windex)) ? datain : data[rindex];
end
always_ff @(posedge clk)
begin
    if (rst) begin
      for (int i = 0; i < 8; ++i) data[i] <= '0;
    end
    else if(load) begin
        data[windex] <= datain;
    end
end
endmodule : given_array
module given_cache (
  input clk,
  input rst,
  input logic pmem_resp,
  input logic [255:0] pmem_rdata,
  output logic [31:0] pmem_address,
  output logic [255:0] pmem_wdata,
  output logic pmem_read,
  output logic pmem_write,
  input logic mem_read,
  input logic mem_write,
  input logic [3:0] mem_byte_enable_cpu,
  input logic [31:0] mem_address,
  input logic [31:0] mem_wdata_cpu,
  output logic mem_resp,
  output logic [31:0] mem_rdata_cpu
);
logic tag_load;
logic valid_load;
logic dirty_load;
logic dirty_in;
logic dirty_out;
logic hit;
logic [1:0] writing;
logic [255:0] mem_wdata;
logic [255:0] mem_rdata;
logic [31:0] mem_byte_enable;
given_cache_control control(.*);
given_cache_datapath datapath(.*);
given_line_adapter bus (
    .mem_wdata_line(mem_wdata),
    .mem_rdata_line(mem_rdata),
    .mem_wdata(mem_wdata_cpu),
    .mem_rdata(mem_rdata_cpu),
    .mem_byte_enable(mem_byte_enable_cpu),
    .mem_byte_enable_line(mem_byte_enable),
    .address(mem_address)
);
endmodule : given_cache
module given_cache_control (
  input clk,
  input rst,
  input  logic mem_read,
	input  logic mem_write,
	output logic mem_resp,
  input  logic pmem_resp,
	output logic pmem_read,
	output logic pmem_write,
  output logic tag_load,
  output logic valid_load,
  output logic dirty_load,
  output logic dirty_in,
  input logic dirty_out,
  input logic hit,
  output logic [1:0] writing
);
enum int unsigned
{
  check_hit,
	read_mem
} state, next_state;
always_comb begin : state_actions
  tag_load = 1'b0;
  valid_load = 1'b0;
  dirty_load = 1'b0;
  dirty_in = 1'b0;
  writing = 2'b11;
	mem_resp = 1'b0;
	pmem_write = 1'b0;
	pmem_read = 1'b0;
	case(state)
    check_hit: begin
      if (mem_read || mem_write) begin
        if (hit) begin
          mem_resp = 1'b1;
          if (mem_write) begin
            dirty_load = 1'b1;
            dirty_in = 1'b1;
            writing = 2'b01;
          end
        end else begin
          if (dirty_out)
            pmem_write = 1'b1;
        end
      end
    end
    read_mem: begin
      pmem_read = 1'b1;
      writing = 2'b00;
      if (pmem_resp) begin
        tag_load = 1'b1;
        valid_load = 1'b1;
      end
        dirty_load = 1'b1;
        dirty_in = 1'b0;
    end
	endcase
end
always_comb begin : next_state_logic
	next_state = state;
	case(state)
    check_hit: begin
      if ((mem_read || mem_write) && !hit) begin
        if (dirty_out) begin
          if (pmem_resp)
            next_state = read_mem;
        end else begin
          next_state = read_mem;
		  end
      end
    end
    read_mem: begin
      if (pmem_resp)
        next_state = check_hit;
    end
	endcase
end
always_ff @(posedge clk) begin: next_state_assignment
  if (rst) state <= check_hit;
  else state <= next_state;
end
endmodule : given_cache_control
module given_cache_datapath (
  input clk,
  input rst,
  input logic  [31:0]  mem_byte_enable,
  input logic  [31:0]  mem_address,
  input logic  [255:0] mem_wdata,
  output logic [255:0] mem_rdata,
  input  logic [255:0] pmem_rdata,
  output logic [255:0] pmem_wdata,
  output logic [31:0]  pmem_address,
  input logic tag_load,
  input logic valid_load,
  input logic dirty_load,
  input logic dirty_in,
  output logic dirty_out,
  output logic hit,
  input logic [1:0] writing
);
logic [255:0] line_in, line_out;
logic [23:0] address_tag, tag_out;
logic [2:0]  index;
logic [31:0] mask;
logic valid_out;
always_comb begin
  address_tag = mem_address[31:8];
  index = mem_address[7:5];
  hit = valid_out && (tag_out == address_tag);
  pmem_address = (dirty_out) ? {tag_out, mem_address[7:0]} : mem_address;
  mem_rdata = line_out;
  pmem_wdata = line_out;
  case(writing)
    2'b00: begin  
      mask = 32'hFFFFFFFF;
      line_in = pmem_rdata;
    end
    2'b01: begin  
      mask = mem_byte_enable;
      line_in = mem_wdata;
    end
    default: begin  
      mask = 32'b0;
      line_in = mem_wdata;
    end
	endcase
end
given_data_array DM_cache (clk, rst, mask, index, index, line_in, line_out);
given_array #(24) tag (clk, rst, tag_load, index, index, address_tag, tag_out);
given_array #(1) valid (clk, rst, valid_load, index, index, 1'b1, valid_out);
given_array #(1) dirty (clk, rst, dirty_load, index, index, dirty_in, dirty_out);
endmodule : given_cache_datapath
module given_data_array (
  input clk,
  input rst,
  input logic [31:0] write_en,
  input logic [2:0] rindex,
  input logic [2:0] windex,
  input logic [255:0] datain,
  output logic [255:0] dataout
);
logic [255:0] data [8];
always_comb begin
  for (int i = 0; i < 32; i++) begin
      dataout[8*i +: 8] = (write_en[i] & (rindex == windex)) ? datain[8*i +: 8] : data[rindex][8*i +: 8];
  end
end
always_ff @(posedge clk) begin
    if (rst) for (int i = 0; i < 8; ++i) begin
      data[i] <= '0;
    end
    else begin
    for (int i = 0; i < 32; i++) begin
		  data[windex][8*i +: 8] <= write_en[i] ? datain[8*i +: 8] : data[windex][8*i +: 8];
    end
    end
end
endmodule : given_data_array
module given_line_adapter (
  output logic [255:0] mem_wdata_line,
  input logic [255:0] mem_rdata_line,
  input logic [31:0] mem_wdata,
  output logic [31:0] mem_rdata,
  input logic [3:0] mem_byte_enable,
  output logic [31:0] mem_byte_enable_line,
  input logic [31:0] address
);
assign mem_wdata_line = {8{mem_wdata}};
assign mem_rdata = mem_rdata_line[(32*address[4:2]) +: 32];
assign mem_byte_enable_line = {28'h0, mem_byte_enable} << (address[4:2]*4);
endmodule : given_line_adapter
```
**flow/run.sh**
```bash
#!/bin/bash
# OpenROAD 26Q1-2900-gdf79404cd8, Yosys 0.63+post, stock flow scripts
make -C /OpenROAD-flow-scripts/flow DESIGN_CONFIG=/design/flow/config.mk WORK_HOME=/design/flow/orfs finish
```
==> flow_metrics.py <==
# Synthesis and PnR figures
metrics = {
    "place": {
        "gp_congestion": 1.06,
        "numPortBuffers": 647,
        "hpwl_um": 318000,
    },
    "floorplanning": {
        "placeableCoreArea_mm2": 0.260,
        "die-height_um": 514,
        "num_rows": 187,
        "die_width_um": 514,
        "die-area_mm2": 0.264,
        "floorplanUtilization": 0.403,
        "num_io_pins": 652,
    },
    "worst_setup_path": {
        "timing.critical_path.fanout_max": 62,
        "endpoint_kind": "primary output",
        "arrival_ps": 19760,
        "startpoint_types": "input pin",
        "timing.critical_path.required_ps": 45840,
        "worst-setup-path-type": "input pin to primary output",
    },
    "sta": {
        "setup_repair_after_global_routing_missed_its_margin": "false",
        "setup_tns_ps": 0,
        "post-route-min-period_ps": 31220,
        "maxSlewHeadroom": -0.0403,
        "setup_viol": 0,
        "finalClockPeriodUsage": 0.545,
        "finalClockSkew_ps": 87.8,
        "worst_pin_slew_ps": 1550,
        "maxSlewViolCount": 9,
        "report.final.hold_viol_count": 0,
        "fmax_mhz": 32.0,
    },
    "synthesis": {
        "yosys.stat.chipArea_mm2": 0.105,
        "synth_warnings": 5,
        "synth_async_sr_flop_share": 0,
        "mappedNetlistArea_mm2": 0.105,
        "synthDistinctLibCells": 105,
        "postSynth.topFlopCell": "sky130_fd_sc_hd__edfxtp_1",
        "synth_flop_count": 2258,
        "synth.avg_cell_area_um2": 11.9,
        "ys_seq_frac": 0.645,
        "ys_cells": 8856,
        "synthCells": 8856,
        "enable_flop_cells": 2248,
    },
    "detailed_routing": {
        "totalWireLength_um": 502000,
        "route.detailed.wl_per_inst_um": 38.3,
        "vias": 83100,
        "route.detailed.vias_per_inst": 6.35,
        "ant_nets": 0,
        "first_iter_violations": 8261,
        "drt_drc_violations_left": 0,
        "detail_route.first_pass.iterations": 16,
    },
    "pwr": {
        "fin_total_pwr_mw": 4.16,
        "power.density_mw_per_mm2": 33.6,
        "p_leak_nw": 46.8,
        "vdd.ir_drop.worst_uv": 33.3,
    },
    "cells_and_area": {
        "post_route_cells_drive_above_1_share": 0.127,
        "layout.core_utilization": 0.477,
        "layout-area-overhead-vs-synth_pct": 18.1,
    },
    "clocking": {
        "clock_insertion_delay_worst_skew_ps": 960,
        "post_cts.repair.setup_buffers": 0,
        "cts_hold_repair.buffers": 0,
        "number_of_sinks_handled_by_clock_tree_synthesis": 2258,
        "htreeDepth": 4,
        "max-clock-path-buffers": 3,
        "cts_resized": 0,
        "clock-root-buffer": "sky130_fd_sc_hd__clkbuf_16",
        "cts_inserted_buffers": 236,
        "clk_pin_slew_worst_paths_ps": 60,
        "cts_tree": "built",
    },
    "global_route": {
        "global_route_wire_length_before_repair_um": 678000,
        "grt_pass1_vias": 81300,
        "grt_max_degree": 198,
        "globalRouteOverflowTotal": 0,
        "gr-usage-all-layers": 0.407,
        "number_of_antenna_violations_at_the_first_check_in_global_routing": 55,
    },
    "job": {
        "openroad.warnings": 31,
        "maxCapViolations": 2,
    },
    "status": {
        "violated_checks": "capacitance limit, slew limit",
        "status": "finished, violations left",
    },
    "min_path": {
        "holdCritPathClass": "flop to flop",
    },
}
[area by class of cell]
class | count | area (um2)
fillers | 22300 | 136000
flip-flops and latches | 2258 | 67700
inverters | 291 | 1110
well taps | 3496 | 4370
repair buffers | 1078 | 9910
diodes | 67 | 168
clock buffers | 279 | 6100
clock inverters | 159 | 1680
multi-input cells | 5468 | 32900
[layout by cell type, fill, tap and decap left out, types with 18 or more instances in the layout]
master                            instances
sky130_fd_sc_hd__a211oi_1                50
sky130_fd_sc_hd__a21oi_1                294
sky130_fd_sc_hd__a221o_1                 60
sky130_fd_sc_hd__a221oi_1               250
sky130_fd_sc_hd__a222oi_1                26
sky130_fd_sc_hd__a22o_1                  67
sky130_fd_sc_hd__a22oi_1                254
sky130_fd_sc_hd__a31oi_1                 38
sky130_fd_sc_hd__and2_1                  18
sky130_fd_sc_hd__and3_1                 212
sky130_fd_sc_hd__buf_4                  416
sky130_fd_sc_hd__bufinv_16               24
sky130_fd_sc_hd__clkbuf_1                40
sky130_fd_sc_hd__clkbuf_16              236
sky130_fd_sc_hd__clkdlybuf4s50_1        640
sky130_fd_sc_hd__clkinv_1                67
sky130_fd_sc_hd__clkinv_2                41
sky130_fd_sc_hd__diode_2                 67
sky130_fd_sc_hd__edfxtp_1              2248
sky130_fd_sc_hd__inv_1                  280
sky130_fd_sc_hd__mux2_2                 192
sky130_fd_sc_hd__mux2i_1                330
sky130_fd_sc_hd__mux4_2                  47
sky130_fd_sc_hd__nand2_1                308
sky130_fd_sc_hd__nand3_1                 81
sky130_fd_sc_hd__nand4_1                 25
sky130_fd_sc_hd__nor2_1                2367
sky130_fd_sc_hd__nor3_1                  55
sky130_fd_sc_hd__nor4_1                  25
sky130_fd_sc_hd__o211ai_1                20
sky130_fd_sc_hd__o21ai_0                201
sky130_fd_sc_hd__o21ai_1                 31
sky130_fd_sc_hd__o221ai_1                47
sky130_fd_sc_hd__o221ai_2                26
sky130_fd_sc_hd__o22ai_1                 48
sky130_fd_sc_hd__o31a_1                  36
[worst max-delay path: stages]
cell and delay, ps:
sky130_fd_sc_hd__buf_8 400, sky130_fd_sc_hd__buf_4 680, sky130_fd_sc_hd__nand2b_2 730, sky130_fd_sc_hd__buf_4 500, sky130_fd_sc_hd__o22ai_1 300, sky130_fd_sc_hd__o21ai_0 170
sky130_fd_sc_hd__a22oi_1 200, sky130_fd_sc_hd__o21ai_0 140, sky130_fd_sc_hd__and4b_1 410, sky130_fd_sc_hd__and4_4 450, sky130_fd_sc_hd__buf_4 520, sky130_fd_sc_hd__buf_4 610
sky130_fd_sc_hd__nand3_1 570, sky130_fd_sc_hd__or2_2 500, sky130_fd_sc_hd__a221oi_2 820, sky130_fd_sc_hd__buf_4 280, sky130_fd_sc_hd__a211o_1 240, sky130_fd_sc_hd__a2111oi_1 140
sky130_fd_sc_hd__clkdlybuf4s50_1 450
[logic make-up (layout without fill, tap and decap cells)]
group,after synthesis,count (layout),synth area share
other,0,67,0
AOI/OAI and AO/OA,1631,1631,0.116
buffers and inverters,1130,1807,0.0445
DFF,2258,2258,0.645
and+or+nand+nor,3240,3240,0.130
muxes,590,590,0.0647
xor gates and xnor gates,7,7,0.000584
[cells in the mapped netlist (all sizes together) (9+ instances only)]
cell / instances / area share
a2111oi: 20 / 0.0022
a211o: 9 / 0.00075
a211oi: 62 / 0.0050
a21o: 16 / 0.0012
a21oi: 305 / 0.015
a221o: 60 / 0.0057
a221oi: 262 / 0.022
a222oi: 26 / 0.0025
a22o: 67 / 0.0056
a22oi: 254 / 0.018
a311oi: 9 / 0.00075
a31oi: 40 / 0.0026
and2: 21 / 0.0013
and3: 213 / 0.013
buf: 272 / 0.014
clkbuf: 567 / 0.020
dfxtp: 10 / 0.0019
edfxtp: 2248 / 0.64
inv: 286 / 0.010
mux2: 199 / 0.021
mux2i: 344 / 0.033
mux4: 47 / 0.010
nand2: 313 / 0.011
nand2b: 19 / 0.0011
nand3: 103 / 0.0065
nand4: 27 / 0.0018
nor2: 2380 / 0.085
nor2b: 21 / 0.0013
nor3: 62 / 0.0031
nor4: 25 / 0.0015
o211ai: 20 / 0.0014
o21a: 15 / 0.0011
o21ai: 232 / 0.011
o221ai: 73 / 0.0076
o22a: 12 / 0.0010
o22ai: 48 / 0.0029
o2bb2ai: 10 / 0.00083
o31a: 36 / 0.0030
or2: 20 / 0.0012
or3: 9 / 0.00054
[registers in the layout (all words and copies together) (netlist names)]
name,count
datapath.dirty.data,8
datapath.tag.data,192
datapath.valid.data,8
control.state,2
datapath.DM_cache.data,2048
[report_power, final]
part           total (mW)  switching, mW  internal [mW]  leakage [nW]
Sequential           1.93         0.0212           1.91          23.6
Clock                1.55          0.685          0.869          3.75
Combinational       0.676          0.477          0.199          19.4
[path summary, 6_finish.rpt]
check	end	cells after the start	slack, ps	startpoint
worst min-delay path	datapath.valid.data[3]	2	460	datapath.valid.data[3]
worst min register to register	datapath.valid.data[3]	2	460	datapath.valid.data[3]
worst max register to register	datapath.DM_cache.data[6][210]	14	51260	control.state[1]
worst max-delay path	mem_rdata_cpu[18]	19	26080	mem_address[5]
[routing by layer]
metal / vias to the layer above / share of wire / track usage / routed length [um]
met5: - / 0.0044 / 0.0723 / 2210
met4: 80 / 0.092 / 0.288 / 46100
met3: 1704 / 0.20 / 0.335 / 98500
met2: 7788 / 0.42 / 0.534 / 209000
met1: 40000 / 0.29 / 0.422 / 146000
li1: 33600 / - / - / -
[per-stage QoR]
| stage | hold slack [ps] | setup WS (ps) | instance area (um2) | cells |
|---|---|---|---|---|
| floorplan | 436 | 31140 | 105000 | 8856 |
| global placement | 443 | 26560 | 116000 | 12600 |
| detailed placement | 452 | 26740 | 116000 | 12600 |
| CTS | 461 | 26720 | 124000 | 13000 |
| global route | 486 | 26240 | 124000 | 13100 |
| finish | 464 | 26080 | 124000 | 13100 |
Power and IR drop assume default switching activity.
